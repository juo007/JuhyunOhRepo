==> ./design.v <==
module fibonacci_calculator(
clk,
reset_n,
input_s,
begin_fibo,
done,
fibo_out
);
input [4:0] input_s;
input reset_n;
input begin_fibo;
input clk;
output done;
output[15:0] fibo_out;
reg state;
reg [4:0] signal;
reg [15:0] fibo_out;
reg done;
reg [15:0] f0;
reg [15:0] f1;
reg [4:0] counter;
parameter s0=0,s1=1;			
always @ (posedge clk or negedge reset_n)
	begin
		if(!reset_n)begin
			state<=s0;
			f0<=16'b0;
			f1<=16'b1;
			counter<=4'b1;
			fibo_out<=16'b0;
			done<=0;
			signal<=4'b0;
			end			
		else begin
			case(state)
				s0:begin							 
					done<=0;
					if(begin_fibo)begin
						state<=s1;
						signal<=input_s;
						end
					else 
						state<=s0;
					end
				s1:begin
					if(signal==0)begin
						fibo_out<=16'b0;
						done<=1;
						state<=s0;
						end
					else if(signal==1)begin
						fibo_out<=16'b1;
						done<=1;
						state<=s0;
						end
					else begin
						f0<=f1;
						f1<=f0+f1;
						counter<=counter+1;
						if(counter+1==signal)begin	
							done<=1;
							fibo_out<=f1+f0;
							state<=s0;
							end	
						end						
					end
				endcase
			end
	end
endmodule
==> ./run.sh <==
#!/bin/bash
# OpenROAD 26Q1-2900-gdf79404cd8, Yosys 0.63+post, stock flow scripts
make -C /OpenROAD-flow-scripts/flow DESIGN_CONFIG=/design/flow/config.mk WORK_HOME=/design/flow/orfs finish
==> ./config.mk <==
export PLATFORM = sky130hd
export DESIGN_NAME = fibonacci_calculator
export DESIGN_NICKNAME = fibonacci_calculator
export VERILOG_FILES = /design/flow/design.v
export SDC_FILE = /design/flow/constraint.sdc
export NUM_CORES = 4
export LEC_CHECK = 1
export CORE_UTILIZATION = 30
==> ./constraint.sdc <==
current_design fibonacci_calculator

set clk_period 6.6
set clk_io_pct 0.2

create_clock -name clk0 -period $clk_period [get_ports {clk}]

set non_clock_inputs [all_inputs -no_clocks]
set_input_delay [expr $clk_period * $clk_io_pct] -clock clk0 $non_clock_inputs
set_output_delay [expr $clk_period * $clk_io_pct] -clock clk0 [all_outputs]
==> results.json <==
{
  "netlist_top_cells_count": "nand2_1 (82), dfrtp_1 (58), o21ai_0 (20)",
  "fp.dieW_um": 102.6,
  "rsz0062_at_grt": "false",
  "htree_levels": 3,
  "grt_pass1_vias": 2131,
  "worstSetupEndpointType": "register",
  "clock_path_buffers": 2,
  "setup_viol": 0,
  "post-route-period-util_pct": 39.04,
  "hold_buffers": 0,
  "p_int_mw": 0.6782,
  "yosysTopAreaCell": "dfrtp_1",
  "grt_max_degree": 61,
  "core_area_um2": 9774,
  "period_minus_slack_ns": 2.577,
  "cts_tree": "yes",
  "area_growth_pct": 17.94,
  "dpl-instance-area_um2": 3410,
  "logic_area_um2": 1459,
  "finalSetupTns_ns": 0,
  "synth-seq-cells": 60,
  "warnings": 25,
  "synth-main-ff-cell": "dfrtp_1",
  "portBuffers": 24,
  "clk_latency_ns": 0.33,
  "synth-warning-count": 1,
  "fp_util_pct": 31.04,
  "syn_inst": 301,
  "ir_drop_mv": 0.1826,
  "finalHoldViolCount": 0,
  "gr-total-overflow": 0,
  "drt-pass1-iter-count": 4,
  "boundaryPins": 25,
  "power_switching_mw": 0.3682,
  "rows": 36,
  "p_per_area_nw_per_um2": 292.4,
  "netlist_top_cells_area": "dfrtp_1 (48%), nand2_1 (10%), ha_1 (6.6%), xnor2_1 (4.3%), o21ai_0 (3.3%)",
  "hp-class": "register to register",
  "post_route_cells_drive_above_1_share_pct": 9.581,
  "avgRoutedWirePerCell_um": 12.53,
  "p_leak_nw": 1.681,
  "seqPwrFrac_pct": 43.6,
  "ys_types": 45,
  "enable_flop_cells": 0,
  "instances_no_fill": 467,
  "grt_pass1_wl_um": 10210,
  "drv_cap": 0,
  "path_class": "register to register",
  "cts_resized": 0,
  "cts_made_buffers": 9,
  "syn_area_per_cell_um2": 10.08,
  "status": "completed",
  "postCtsSetupBuffers": 0,
  "n_fill_cell": 953,
  "num_antenna_cells": 0,
  "crit_fanout": 3,
  "max_freq_mhz": 388.1,
  "slew_headroom_pct": 44.77,
  "async_reset_ff_share_pct": 100.0,
  "synth_chip_area_um2": 3034,
  "vias_per_cell": 4.645,
  "die_y_um": 102.6,
  "final_max_slew_viol_count": 0,
  "netlist_area_um2": 3034,
  "cts_root_buf": "clkbuf_8",
  "required_ns": 6.78,
  "pwr-share-comb_pct": 29.1,
  "swShare_pct": 35.19,
  "tightest_slew_ns": 0.8255,
  "worstSetupStartpointType": "register",
  "top_area_share_pct": 47.84,
  "grt_use_total_pct": 12.87,
  "skew_ns": 0.004523,
  "ys_cells": 301,
  "place_hpwl_um": 3956,
  "dp_cells": 452,
  "yosysMostFrequentCell": "nand2_1",
  "register_area_um2": 1504,
  "via_count": 2169,
  "gp_congestion": 0.8411,
  "drt-total-wl_um": 5852,
  "drtAntennaViolNets": 0,
  "drc_errors": 0,
  "drtIter0Drc": 69,
  "fin_area_um2": 3578,
  "antenna_found_initial": 0,
  "clkPwrFrac_pct": 27.3,
  "crit_arrival_ns": 2.75,
  "clkSlewWorstSetupHoldPaths_ns": 0.06,
  "cts_sinks": 60,
  "chip_area_um2": 10520,
  "yosys.stat.seqShare_pct": 49.57
}
[registers in the layout (all words and copies together), names as in the netlist]
name      count
counter       5
done          1
f0           16
f1           16
fibo_out     16
signal        5
state         1
[power groups by stage]
stage	sequential, mW	combinational [mW]	clock, mW
final	0.456	0.305	0.285
after global routing	0.463	0.345	0.312
after CTS	0.457	0.311	0.296
[logic make-up after synthesis]
logic type,share of synthesized area [%]
xor gates and xnor gates,8.247
AOI/OAI and AO/OA,14.23
buffers and inverters,2.350
and+or+nand+nor,15.75
muxes,2.598
adders and majority gates,7.258
DFF,49.57
[worst paths after layout]
kind | start | end | slack, ns | cells past startpoint
setup reg to reg | f0[0] | f1[12] | 4.02 | 8
min in group asynchronous | reset_n | f0[12] | 1.13 | 2
hold reg to reg | f1[0] | f1[0] | 0.47 | 2
max in group asynchronous | reset_n | counter[1] | 4.94 | 2
setup / recovery | f0[0] | f1[12] | 4.02 | 8
hold / removal | f1[0] | f1[0] | 0.47 | 2
[per-stage QoR]
step / utilization, % / hold slack, ns / worst slack, ns / total power [mW]
2_1_floorplan: - / 0.4329 / 4.470 / 0.6962
3_3_place_gp: 34.88 / 0.4604 / 3.939 / 0.7697
3_5_place_dp: 34.88 / 0.4611 / 3.922 / 0.7725
4_1_cts: 36.61 / 0.4697 / 4.055 / 1.064
5_1_grt: 36.61 / 0.4928 / 3.849 / 1.121
6_report: 36.61 / 0.4682 / 4.023 / 1.046
[worst max-delay path, stage by stage (launching register included)]
cell	delay [ns]
dfrtp_1	0.38
ha_1	0.23
fa_1	0.41
a21oi_1	0.22
o22ai_1	0.15
o31ai_1	0.52
o21ai_0	0.22
xnor2_1	0.21
o21ai_0	0.09
[layout by cell type (no fill, tap or decap), types with 2 or more instances in the layout]
| cell | synthesis | layout |
|---|---|---|
| dfstp_2 | 2 | 2 |
| and2_1 | 2 | 2 |
| o21bai_1 | 4 | 4 |
| clkinv_2 | 0 | 2 |
| xor2_1 | 11 | 11 |
| ha_1 | 16 | 16 |
| mux2_2 | 7 | 7 |
| o21ai_0 | 20 | 20 |
| a22o_1 | 2 | 2 |
| nand2_1 | 82 | 82 |
| nand2_4 | 2 | 2 |
| o21a_1 | 2 | 2 |
| inv_1 | 7 | 7 |
| clkbuf_8 | 0 | 11 |
| o211ai_1 | 2 | 2 |
| nand3_1 | 6 | 6 |
| o2bb2ai_1 | 11 | 11 |
| xnor2_1 | 15 | 15 |
| clkdlybuf4s50_1 | 0 | 23 |
| nor2_1 | 7 | 7 |
| a32o_1 | 2 | 2 |
| clkbuf_1 | 4 | 2 |
| a21oi_1 | 13 | 13 |
| buf_4 | 0 | 2 |
| dfrtp_1 | 58 | 58 |
[per-layer routing]
| metal | global-route usage (%) | wire (um) | up-vias |
|---|---|---|---|
| li1 | - | - | 1095 |
| met1 | 19.15 | 2878 | 1050 |
| met2 | 20.77 | 2763 | 16 |
| met3 | 2.412 | 140 | 8 |
| met4 | 1.758 | 70 | 0 |
| met5 | 0 | 0 | - |
[cell type report]
| class | count | area share (%) |
|---|---|---|
| clock buffers | 13 | 4.441 |
| repair buffers | 26 | 6.993 |
| clock inverters | 2 | 0.2797 |
| inverters | 8 | 0.8392 |
| well taps | 133 | 4.650 |
| multi-input cells | 225 | 40.77 |
| flip-flops and latches | 60 | 42.03 |
No activity file was given, so power comes from the tool's default toggle rates.
