==> ./design.v <==
module SHA1_hash (       
	clk, 		
	nreset, 	
	start_hash,  
	message_addr,	
	message_size, 	
	hash, 	
	done, 		
	port_A_clk,
        port_A_data_in,
        port_A_data_out,
        port_A_addr,
        port_A_we
	);
input	clk;
input	nreset; 
input	start_hash; 
input 	[31:0] message_addr; 
input	[31:0] message_size; 
output	[159:0] hash; 
input   [31:0] port_A_data_out; 
output  [31:0] port_A_data_in;
output  [15:0] port_A_addr;
output  port_A_clk;
output  port_A_we;  
integer i;  
output	done;  
assign port_A_clk = clk;  
function [31:0] changeEndian;    
    input [31:0] value;
    changeEndian = {value[7:0], value[15:8], value[23:16], value[31:24]};
endfunction
function [31:0] f1;
	input [31:0] x, y, z;
	f1 = {(x & y) ^ (~x & z)};
endfunction
function [31:0] f2;
	input [31:0] x, y, z;
	f2 = {x ^ y ^ z};
endfunction
function [31:0] f3;
	input [31:0] x, y, z;
	f3 = {(x & y) ^ (x & z) ^ (y & z)};
endfunction
function [31:0] T;
	input [31:0] a, b, c, d;	
	T = {a[30:0],a[31]} ^ {b[30:0],b[31]} ^ {c[30:0],c[31]} ^ {d[30:0],d[31]};
endfunction
reg done;
reg [31:0] port_A_data_in;
reg [15:0] port_A_addr = 0;
reg [159:0] hash ;
reg port_A_we;
reg [10:0] addr;
reg [7:0] incr_mess;  
reg [8:0] size;  
reg [3:0] state;  
reg [31:0] A = 32'h67452301;
reg [31:0] B = 32'hEFCDAB89;
reg [31:0] C = 32'h98BADCFE; 
reg [31:0] D = 32'h10325476;
reg [31:0] E = 32'hC3D2E1F0;
reg [31:0] w[0:15];  
reg [7:0] count;
reg [1:0] padflag=2'b00;
wire [31:0] x1,x2,x3,x4;
assign x1 = w[15] + 32'h5a827999;
assign x2 = w[15] + 32'h6ed9eba1;
assign x3 = w[15] + 32'h8f1bbcdc;
assign x4 = w[15] + 32'hca62c1d6;
parameter IDLE=4'b0000, read=4'b0001, buffer=4'b0010, r1=4'b0011;
parameter c1=4'b0100, d1=4'b0101, pad0=4'b0111,pad1=4'b1000;
always @(posedge clk or negedge nreset)
begin
	if(!nreset) begin
		state <= IDLE;
		count <= 0;
		done <= 0;
	end else begin
		case(state)
			IDLE: begin
				if(start_hash) begin  
					incr_mess <= 16'b0;
					addr <= message_addr;
					port_A_we <= 0;
					size <= message_size;
					done <= 0;
					count <= 0;
					padflag = 2'b00;
					hash[159:128] <= 32'h67452301;
					hash[127:96] <= 32'hEFCDAB89;
					hash[95:64] <= 32'h98BADCFE;
					hash[63:32] <= 32'h10325476;
					hash[31:0] <= 32'hC3D2E1F0;
					state <= read;
				end
			end
			read: begin
				if (size == 0)begin
					done<=1;
				end	
				else begin	 
					port_A_addr <= addr + (incr_mess);
					port_A_we <= 0;
					incr_mess <= incr_mess + 4;
					count<=0;
					state <= buffer;
				end
			end
			buffer: begin
				state <= r1;
			end
			r1:begin		
				w[count] <= changeEndian(port_A_data_out);
				if(count!=15 && ((size>>2) != count))begin
					port_A_addr <= addr + incr_mess;
					incr_mess <= incr_mess + 4;
				end
				if((size>>2) == count)begin
					state <= pad0;
				end else
					state <= c1;				
			end			
		c1:begin
				if (count < 16)
					A <= {A[26:0], A[31:27]} + w[count] + f1(B,C,D) + 32'h5a827999 + E; 
				else if (count < 20)
					A <= {A[26:0], A[31:27]} + x1 + f1(B,C,D) + E;
				else if (count < 40)
					A <= {A[26:0], A[31:27]} + x2 + f2(B,C,D) + E; 
				else if (count < 60)
					A <= {A[26:0], A[31:27]} + x3 + f3(B,C,D) + E; 
				else 
					A <= {A[26:0], A[31:27]} + x4 + f2(B,C,D) + E; 
				B <= A;
				C <= {B[1:0], B[31:2]};
				D <= C;
				E <= D;								
				if(count < 15 && padflag==2'b00)begin
					count <= count + 1;
					state <= r1;
				end else if (count < 15 && padflag!=2'b00)begin
					count <= count + 1;
					state <= c1;
				end else if(count==79)begin
					state <= d1;				
				end else begin
					count <= count + 1;
					state <= c1;
					w[15] <= T(w[13],w[8],w[2],w[0]);
					w[14] <= w[15];
					w[13] <= w[14];
					w[12] <= w[13];
					w[11] <= w[12];
					w[10] <= w[11];
					w[9] <= w[10];
					w[8] <= w[9];
					w[7] <= w[8];
					w[6] <= w[7];
					w[5] <= w[6];
					w[4] <= w[5];
					w[3] <= w[4];
					w[2] <= w[3];
					w[1] <= w[2];
					w[0] <= w[1];
				end
			end
			d1:begin
				if(padflag == 2'b00)begin
					size <= size - 64;
					state <= read;
					A <= hash[159:128] + A;
					B <= hash[127:96] + B;
					C <= hash[95:64] + C;
					D <= hash[63:32] + D;
					E <= hash[31:0] + E;
				end else if (padflag == 2'b10)begin
					state <= pad1;	
					A <= hash[159:128] + A;
					B <= hash[127:96] + B;
					C <= hash[95:64] + C;
					D <= hash[63:32] + D;
					E <= hash[31:0] + E;
				end else begin
					done <=1;
					hash[159:128] <= hash[159:128] + A;
					hash[127:96] <= hash[127:96] + B;
					hash[95:64] <= hash[95:64] + C;
					hash[63:32] <= hash[63:32] + D;
					hash[31:0] <= hash[31:0] + E;
				end
			end
			pad0: begin
				if(size%4==1)begin
					w[count] <= {w[count][31:24] , 24'h800000};
				end else if (size%4==2)begin
					w[count] <= {w[count][31:16] , 16'h8000};
				end else if (size%4==3)
					w[count] <= {w[count][31:8] , 8'h80};
				else
					w[count] <= 32'h80000000;
				for(i=1;i<14;i=i+1)begin
					if(count+i != 14) 
						w[count+i] <= 32'h00000000;
				end			
				if(count < 14)begin
					w[14] <= 32'h00000000;
					w[15] <= message_size << 3;
				end else	if(count == 14) 
					w[15] <= 32'h00000000;					
				if(size > 55)
					padflag <= 2'b10;
				else
					padflag <= 2'b01;
				state<=c1;			
			end	
			pad1: begin
				w[0] <= 32'h00000000;	
				w[1] <= 32'h00000000;
				w[2] <= 32'h00000000;
				w[3] <= 32'h00000000;
				w[4] <= 32'h00000000;
				w[5] <= 32'h00000000;
				w[6] <= 32'h00000000;
				w[7] <= 32'h00000000;
				w[8] <= 32'h00000000;
				w[9] <= 32'h00000000;
				w[10] <= 32'h00000000;
				w[11] <= 32'h00000000;
				w[12] <= 32'h00000000;
				w[13] <= 32'h00000000;
				w[14] <= 32'h00000000;
				w[15] <= message_size << 3; 
				count<=0;
				state <= c1;
				padflag <= 2'b11;
			end			
			endcase
		end
	end
endmodule 
==> ./run.sh <==
#!/bin/bash
# OpenROAD 26Q1-2900-gdf79404cd8, Yosys 0.63+post, stock flow scripts
make -C /OpenROAD-flow-scripts/flow DESIGN_CONFIG=/design/flow/config.mk WORK_HOME=/design/flow/orfs finish
==> ./config.mk <==
export PLATFORM = sky130hd
export DESIGN_NAME = SHA1_hash
export DESIGN_NICKNAME = SHA1_hash
export VERILOG_FILES = /design/flow/design.v
export SDC_FILE = /design/flow/constraint.sdc
export NUM_CORES = 4
export LEC_CHECK = 1
export CORE_UTILIZATION = 40
==> ./constraint.sdc <==
current_design SHA1_hash

set clk_period 20.9
set clk_io_pct 0.2

create_clock -name clk0 -period $clk_period [get_ports {clk}]

set non_clock_inputs [all_inputs -no_clocks]
set_input_delay [expr $clk_period * $clk_io_pct] -clock clk0 $non_clock_inputs
set_output_delay [expr $clk_period * $clk_io_pct] -clock clk0 [all_outputs]
==> results.sh <==
# yosys + openroad results
export IMPL_finalSetupTns_ns=0
export IMPL_grt_pass1_wl_mm=383
export IMPL_drv_cap=0
export IMPL_top_cells_by_count="edfxtp_1, a21oi_1, inv_1"
export IMPL_warning_count=71
export IMPL_cpMaxStageDelayCell="clkdlybuf4s50_1"
export IMPL_status="complete, no violations"
export IMPL_edf_count=872
export IMPL_synth_warnings=34
export IMPL_tightest_slew_ns=0.963
export IMPL_clkLatencyLatePin_ns=0.91
export IMPL_rsz0062_at_grt="no"
export IMPL_via_per_inst=6.08
export IMPL_synth_seq_area_share_pct=37.5
export IMPL_core_area_um2=176000
export IMPL_crit_type="clk2out"
export IMPL_cts_resized=0
export IMPL_cts_tree="yes"
export IMPL_leakage_uw=0.0294
export IMPL_place_congestion=0.991
export IMPL_grt_max_degree=174
export IMPL_place_inst=9374
export IMPL_hold_viol_final=0
export IMPL_drive_gt1_share_pct=6.56
export IMPL_comb_area_um2=40700
export IMPL_syn_area_per_cell_um2=10.1
export IMPL_path_common_cell="clkbuf_16"
export IMPL_top_area_share_pct=36.9
export IMPL_top_cell="edfxtp_1"
export IMPL_yosysCellCount=7044
export IMPL_fp_dieW_um=423
export IMPL_drt_first_pass_iters=33
export IMPL_synth_top_flop_cell="edfxtp_1"
export IMPL_yosys_stat_area_um2=71000
export IMPL_grt_busiest_layer="met2"
export IMPL_cp_end_kind="output port"
export IMPL_synth_distinct_cells=101
export IMPL_routed_wl_mm=261
export IMPL_met1_usage_pct=40.4
export IMPL_required_ns=16.72
export IMPL_ys_ff=889
export IMPL_path_buffers=3
export IMPL_largest_area_cell="edfxtp_1"
export IMPL_antenna_found_initial=6
export IMPL_io_buffers=248
export IMPL_antenna_left=0
export IMPL_startpoint_type="clock port"
export IMPL_io_pins=310
export IMPL_drt_iter0_drc=4950
export IMPL_synth_area_um2=71000
export IMPL_crit_family="buffers and inverters"
export IMPL_grt_use_met3_pct=16.6
export IMPL_syn2layout_area_growth_pct=11.9
export IMPL_min_path_type="reg2reg"
export IMPL_slowest_delay_ns=0.39
export IMPL_num_vias=58200
export IMPL_track_usage_pct=30.5
export IMPL_drc_errors=0
export IMPL_worstPathCellList="clkbuf_16, clkbuf_16, clkdlybuf4s50_1"
export IMPL_finalNonFillerCells=9581
export IMPL_synth_cells=7044
export IMPL_row_count=154
export IMPL_fillCellCount=16300
export IMPL_grt_ovfl_total=0
export IMPL_async_reset_ff_share_pct=1.91
export IMPL_ir_drop_uv=65.7
export IMPL_slew_viol_final=0
export IMPL_cp_max_fo=2
export IMPL_fp_util_pct=40.3
export IMPL_grt_pass1_vias=58800
export IMPL_skew_ns=0.0824
export IMPL_slew_headroom_pct=35.5
export IMPL_seq_area_um2=26600
export IMPL_finalSetupViolCount=0
export IMPL_dieArea_um2=179000
export IMPL_post_cts_buffers=0
export IMPL_ys_top_cells_by_area="edfxtp_1, fa_1, ha_1"
export IMPL_path_clk_slew_ns=0.06
export IMPL_powerDensity_nw_per_um2=48.6
export IMPL_hold_buffers=0
export IMPL_hpwl_mm=182
export IMPL_wl_per_cell_um=27.2
export IMPL_die_h_um=423
export IMPL_grtUsageMet2_pct=43.4
export IMPL_worst_ep_arrival_time_ns=11.08
[power breakdown]
part	internal, µW	leakage (µW)	total [µW]	switching [µW]
combinational	38.6	0.0198	84.7	46.1
clock	1010	0.00162	1840	823
sequential	1940	0.00802	1940	0
[placed cells by master, fill, tap and decap left out, types with 47 or more instances in the layout]
| cell | n |
|---|---|
| edfxtp_1 | 872 |
| a21oi_1 | 705 |
| inv_1 | 574 |
| o21ai_0 | 573 |
| ha_1 | 437 |
| mux2i_1 | 350 |
| nor2_1 | 333 |
| fa_1 | 293 |
| nand2_1 | 274 |
| xnor2_1 | 254 |
| clkdlybuf4s50_1 | 248 |
| a21o_1 | 172 |
| buf_4 | 138 |
| xor2_1 | 133 |
| a22oi_1 | 128 |
| clkbuf_16 | 110 |
| a221o_1 | 107 |
| nand2b_1 | 97 |
| o21a_1 | 92 |
| o21ai_1 | 87 |
| a221oi_1 | 84 |
| nand3_1 | 75 |
| nor3_1 | 74 |
| mux2_2 | 72 |
| and2_1 | 64 |
| nand4_1 | 57 |
| a211oi_1 | 56 |
| nor2b_1 | 47 |
[stage by stage]
stage          cell area, µm²  worst slack, ns  total power, µW  utilization (%)  hold slack (ns)
6_report                79500             5.64             3860             45.1            0.416
5_1_grt                 79500             5.61             3970             45.1            0.423
4_1_cts                 79500             5.63             3890             45.1            0.418
3_5_place_dp            76100             5.90             2070             43.2            0.405
3_3_place_gp            76100             5.90             2070             43.2            0.402
2_1_floorplan           71200             6.17             2040                -            0.400
[metal layers]
metal  part of all wire, %  vias to the layer above  wire length (µm)
met2                    43                     3260            113000
met3                    15                      643             38200
met5                 0.021                        -                55
met4                   4.6                        4             12000
li1                      -                    26300                 -
met1                    37                    28100             97700
[layout make-up]
type                    count  share of cell area (%)
diodes                      4                  0.0126
clock buffers             153                    3.70
clock inverters            51                   0.546
inverters                 579                    2.74
multi-input cells        5174                    51.3
flip-flops and latches    889                    33.5
well taps                2340                    3.68
repair buffers            391                    4.57
[worst paths after layout]
check                           slack [ns]              to  cells after the start     start
worst max-delay path                  5.64      port_A_clk                      3       clk
worst min-delay path                  0.42  port_A_addr[0]                      0   addr[0]
worst max register to register       12.07           A[28]                     24  count[1]
worst min register to register        0.42  port_A_addr[0]                      0   addr[0]
max in group asynchronous            16.91        state[0]                      2    nreset
min in group asynchronous             3.69            done                      2    nreset
[worst register-to-register path, cell delays in order (launching register included)]
cell and delay, ns:
dfrtp_1 0.59, inv_1 0.42, ha_1 0.67, clkinv_1 0.53
nor3_2 0.27, buf_4 0.55, nor4_1 0.14, nand3_2 0.24
buf_4 0.40, buf_4 0.59, nor2_1 0.09, a21oi_1 0.48
fa_1 0.51, ha_1 0.29, ha_1 0.33, o21a_1 0.23
a2111oi_2 0.55, o211ai_1 0.24, a21o_1 0.31, a31o_2 0.30
nand2_1 0.07, a21oi_1 0.10, a31oi_1 0.23, xnor2_1 0.15
a211o_1 0.31
[logic make-up after synthesis]
kind of cell,share of synthesized area (%)
compound gates,21.5
buf+inv,5.81
simple gates,8.37
xor+xnor,4.77
flops,37.5
mux,6.07
fa+ha+maj,16.0
other cells,0.00528
[flip-flops by register name (all words and copies together), names as in the netlist]
register / count
addr: 11
w: 512
count: 8
C: 32
port_A_addr: 12
done: 1
A: 32
E: 32
state: 8
size: 9
B: 32
D: 32
incr_mess: 6
padflag: 2
hash: 160
No activity file was given, so power comes from the tool's default toggle rates.
