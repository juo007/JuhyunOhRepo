===== flow/constraint.sdc =====
current_design rle

set clk_period 13.1
set clk_io_pct 0.2

create_clock -name clk0 -period $clk_period [get_ports {clk}]

set non_clock_inputs [all_inputs -no_clocks]
set_input_delay [expr $clk_period * $clk_io_pct] -clock clk0 $non_clock_inputs
set_output_delay [expr $clk_period * $clk_io_pct] -clock clk0 [all_outputs]

===== flow/design.v =====
module rle (
	clk, 		
	nreset, 	
	start,
	message_addr,	
	message_size, 	
	rle_addr, 	
	rle_size, 	
	done, 		
	port_A_clk,
        port_A_data_in,
        port_A_data_out,
        port_A_addr,
        port_A_we
	);
input	clk;
input	nreset;
input	start;
input 	[31:0] message_addr;
input	[31:0] message_size;
input	[31:0] rle_addr;
input   [31:0] port_A_data_out;
output  [31:0] port_A_data_in;
output  [15:0] port_A_addr;
output  port_A_clk;
output  port_A_we;
output	[31:0] rle_size;
output	done;  
reg [15:0] incr_rle;  
reg [15:0] incr_mess;  
reg [31:0] port_A_data_in;
reg [15:0] port_A_addr=0;
reg port_A_we;
reg [15:0] size;  
reg [3:0] state;
reg [3:0] prev_state;  
reg [15:0] counter;  
reg counter_write;  
reg [7:0] word;
reg [31:0] word_out;
reg [31:0] rle_size;  
reg done;
assign port_A_clk = clk;  
parameter IDLE=4'b1111;
parameter s0=4'b0000, s1=4'b0001, s2=4'b0010, s3=4'b0011, s4=4'b0100, s5=4'b0101;
parameter WRITE_1=4'b0110, WRITE_2=4'b0111, buffer=4'b1000;
always @(posedge clk or negedge nreset)		 
begin
	if (!nreset) begin		
		state <= IDLE;
		counter <= 16'b1;
		counter_write <= 0;
		done <= 0;
	end else begin 
		case(state)
			IDLE: begin  
				if(start) begin
					incr_mess <= 16'b0;
					incr_rle <= 16'b0;
					rle_size <= 32'b0;
					counter <= 16'b1;
					counter_write <= 1'b0;
					size <= message_size + 4;
					prev_state <= IDLE;
					port_A_addr<=message_addr;
					state <= s0;
					done <= 0;
					port_A_we <= 0;
				end
			end
			s0: begin
				if(size < 4) begin
					if(rle_size%4 == 2)begin
						port_A_addr <= (rle_addr + incr_rle);
						port_A_data_in[31:24] <= 0;
						port_A_data_in[23:16] <= 0;
						port_A_we<=1;
					end
					state <= IDLE;
					done <= 1;
				end else begin
					port_A_addr <= (message_addr + incr_mess);
					port_A_we <= 0;
					state <= buffer;				
				end
			end	
			buffer: begin
				state <= s1;
				end
			s1: begin
				size <= (size - 4);
				word_out <= port_A_data_out;
				if(prev_state == s4 || prev_state == WRITE_2)
					state <= s5;
				else
					state <= s2;
			end
			s2: begin
				port_A_we <= 0;
				if(word_out[7:0]==word_out[15:8] && word_out[15:8]==word_out[23:16] && word_out[23:16]==word_out[31:24]) begin
					counter <= counter + 3;
					prev_state <= s4;
					word <= word_out[31:24];
					incr_mess<= (incr_mess + 4);
					state <= s0;
				end else if(word_out[7:0] == word_out[15:8]) begin
					counter <= counter + 1;
					state <= s3;
				end else begin
					word <= word_out[7:0];
					prev_state <= s2;
					state <= WRITE_1;
				end
			end	
			s3: begin
				port_A_we <= 0;
				if(word_out[15:8] == word_out[23:16]) begin
					counter <= counter + 1;
					state <= s4;
				end else begin
					word <= word_out[15:8];
					prev_state <= s3;
					state <= WRITE_1;
				end
			end	
			s4: begin
				port_A_we <= 0;	
				if(word_out[23:16] == word_out[31:24]) begin
					counter <= counter + 1;
					prev_state <= s4;
					word <= word_out[31:24];
					incr_mess<= (incr_mess+4);
					state <= s0;
				end else begin
					word <= word_out[23:16];
					prev_state <= s4;
					state <= WRITE_1;
				end
			end
			s5: begin
				port_A_we <= 0;	
				if(word == word_out[7:0]) begin
					counter <= counter + 1;
					state <= s2;
				end else begin
					prev_state <= s5;
					state <= WRITE_1;
				end
			end
			WRITE_1: begin
				if(counter_write == 1) begin
					port_A_data_in[31:24] <= word;
					port_A_data_in[23:16] <= counter;
					rle_size<=rle_size+2;
				end else begin
					port_A_data_in[15:8] <= word;
					port_A_data_in[7:0] <= counter;
					rle_size <= rle_size + 2;
				end
				state <= WRITE_2;
			end
			WRITE_2: begin
				if(counter_write == 1) begin
					port_A_addr <= (rle_addr + incr_rle);
					port_A_we <= 1;
					counter_write <= 1'b0;
					counter <= 16'b1;
					incr_rle <= (incr_rle + 4);
					if(prev_state == s2) 
						state <= s3;
					else if(prev_state == s3)
						state <= s4;
					else if(prev_state == s4) begin
						incr_mess <= (incr_mess + 4);
						word <= word_out[31:24];
						state <= s0;
					end else if(prev_state == s5)begin
						state <= s2;
					end
				end else begin
					counter_write <= 1'b1;
					counter <= 16'b1;
					prev_state <= WRITE_2;
					if(prev_state == s2) 
						state <= s3;
					else if(prev_state == s3) 
						state <= s4;
					else if(prev_state == s4) begin
						incr_mess <= (incr_mess + 4);
						word <= word_out[31:24];
						state <= s0;
					end else if(prev_state == s5)begin
						state <= s2;	
					end
				end
			end
			default: begin
				state <= IDLE;
			end
			endcase
	end
end
endmodule 

===== flow/run.sh =====
#!/bin/bash
# OpenROAD 26Q1-2900-gdf79404cd8, Yosys 0.63+post, stock flow scripts
make -C /OpenROAD-flow-scripts/flow DESIGN_CONFIG=/design/flow/config.mk WORK_HOME=/design/flow/orfs finish

===== flow/config.mk =====
export PLATFORM = sky130hd
export DESIGN_NAME = rle
export DESIGN_NICKNAME = rle
export VERILOG_FILES = /design/flow/design.v
export SDC_FILE = /design/flow/constraint.sdc
export NUM_CORES = 4
export LEC_CHECK = 1
export CORE_UTILIZATION = 30

==> job_summary.md <==
## Implementation flow summary

| Metric | Value |
|---|---|
| EDFF count, synth | 162 |
| Status | finished clean |
| Worst skew pair latency | 560 ps |
| Register-to-Register Path Depth | 10 |
| Detail Route Antenna Nets | 0 |
| Peak VDD IR | 0.000115 V |
| Final WL | 24,300 um |
| Top cell by count, worst path | clkbuf_16 |
| Relative slew slack | 0.497 |
| Vias per std cell | 4.87 |
| Final hold violation count | 0 |
| Max Slew Vio Count | 0 |
| P_leak | 0.00462 uW |
| Clock slew at reported path FFs | 80 ps |
| Tightest Pin Transition | 747 ps |
| Worst clock skew | 20.0 ps |
| Max cap viols | 0 |
| Io pins | 214 |
| Unrepaired setup endpoints after global routing | no |
| Yosys chip area | 10,300 um^2 |
| Largest net degree at the start of global routing | 39 |
| CP Data Required Time | 10,480 ps |
| CP max-delay cell | clkdlybuf4s50_1 |
| PD cells | 144 nW/um^2 |
| GRT Overall Usage | 0.147 |
| Die Y | 187 um |
| Unique masters post-synth | 70 |
| DRC Markers | 0 |
| Post-Synthesis Cell Area | 10,300 um^2 |
| Yosys cell count | 947 |
| Routed len/inst | 15.4 um |
| Slowest stage delay, CP | 390 ps |
| TNS Setup | 0 ps |
| Cells after synthesis | 947 |
| Top Layout Cells | edfxtp_1 (162), clkdlybuf4s50_1 (162), nor2_1 (95) |
| Crit-path cells | clkbuf_16 > clkbuf_16 > clkdlybuf4s50_1 |
| Fill cells | 3,157 |
| Worst hold stages | 0 |
| Seq cells post-synth | 187 |
| Class of the worst hold path | reg -> reg |
| Final RePlAce weighted congestion | 0.891 |
| WP buf/inv | 3 |
| Hold Worst Slack | 362 ps |
| Core ar. | 33,600 um^2 |
| Synth Warn # | 1 |
| Initial antenna violation count | 0 |
| Gr ovfl total | 0 |
| Number of core rows | 67 |
| Synth Seq Share | 0.532 |
| Tool warnings | 77 |
| Worst EP arrival | 7180 ps |
| Setup Viol. Count Final | 0 |
| Cts hold-fix bufs | 0 |
| # Post-CTS Setup Buffers | 0 |
| Vias | 7,688 |
| Max FO, Critical Path | 2 |
| CTS tree | yes |
| Commonest flop | edfxtp_1 |
| MI comb area | 4580 um^2 |
| FF+latch area | 5470 um^2 |
| # port buffers | 162 |
| Area Overhead vs Synth | 28.1% |
| First-pass GRT wire length | 39,500 um |
| Overall Power | 1900 uW |
| Syn Area/Cell | 10.8 um^2 |
| Crit Path Class | clk -> out |
| Ant diodes | 0 |
| Fraction of layout cells with a size suffix above 1 | 0.0566 |
| Critical path depth | 3 |
| CP delay by family, top | buffers and inverters |
| Die width | 187 um |
| DRT iter0 DRCs | 532 |
| Setup crit end kind | output port |
| Critical Path Source Type | clock port |
| Synth async-reset ratio | 0.107 |
| Drt first pass iters | 7 |
| Post-CTS sizing | 0 |
| Vias in the first global route | 7,398 |
| Fp util | 0.306 |
| DP HPWL | 17,900 um |
| Die Size | 35,000 um^2 |
[path summary, 6_finish.rpt]
path,start,endpoint,slack [ps]
setup reg to reg,size[2]$_DFFE_PP_,port_A_addr[15]$_DFFE_PP_,9820
min in group asynchronous,nreset,counter[7]$_DFFE_PN0P_,2450
hold reg to reg,state[2]$_DFF_PN0_,state[6]$_DFF_PN0_,360
setup / recovery,clk,port_A_clk,3300
max in group asynchronous,nreset,state[0]$_DFF_PN1_,10330
hold / removal,state[2]$_DFF_PN0_,state[6]$_DFF_PN0_,360
[state kept, by name, summed over array words and instances (netlist names)]
name	cells
port_A_data_in	32
word_out	32
rle_size	31
port_A_addr	16
incr_mess	14
incr_rle	14
size	14
state	10
counter	8
word	8
prev_state	5
counter_write	1
done	1
port_A_we	1
[through the flow]
stage	utilization	std cells	setup WS, ps	cell area [um^2]
6_report	0.392	1578	3300	13200
5_1_grt	0.392	1578	3270	13200
4_1_cts	0.392	1578	3290	13200
3_5_place_dp	0.371	1543	3560	12500
3_3_place_gp	0.371	1543	3560	12500
2_1_floorplan	-	947	3830	10300
[worst register-to-register path, delay by kind of cell (launching register included)]
| kind | cells | cell delay [ps] |
|---|---|---|
| DFF | 1 | 420 |
| AOI/OAI and AO/OA | 3 | 500 |
| and+or+nand+nor | 4 | 1710 |
| buffers and inverters | 2 | 240 |
| adders and majority gates | 1 | 190 |
[power by group]
part | total, uW | internal [uW] | switching, uW | leakage [uW]
clock network | 593 | 309 | 283 | 0.000344
registers | 821 | 752 | 69.0 | 0.00179
logic | 484 | 227 | 258 | 0.00248
[cell usage after synthesis (3+ instances only)]
library cell	number	share of area
xor2_1	43	0.037
nand3b_1	3	0.0022
ha_1	33	0.040
a31oi_1	4	0.0024
clkbuf_1	22	0.0080
a221o_1	12	0.012
o21ai_0	37	0.018
edfxtp_1	162	0.47
a22o_1	6	0.0051
nand3_1	48	0.023
and3_1	19	0.012
dfxtp_1	5	0.0097
o21a_1	4	0.0029
a211oi_1	4	0.0029
a21oi_1	42	0.020
mux2i_1	7	0.0068
a21o_1	8	0.0058
nor2b_1	6	0.0037
a22oi_1	6	0.0044
nand2_1	63	0.023
or4_1	3	0.0022
inv_1	30	0.011
o221ai_1	4	0.0034
dfrtp_1	18	0.044
o22ai_1	16	0.0097
or3_1	13	0.0079
and2_1	31	0.019
and4_1	3	0.0026
xnor2_1	76	0.065
nor3b_1	4	0.0029
buf_1	4	0.0015
o211ai_1	8	0.0058
o21ai_1	6	0.0029
nor4_1	6	0.0037
nand4_1	20	0.012
nand2b_1	9	0.0055
o21bai_1	4	0.0029
nor3_1	20	0.0097
nor2_1	96	0.035
[cell families after synthesis]
family                   count (synthesis)  share of synthesized area
AND-OR/OR-AND                          187                      0.122
XOR/XNOR                               119                      0.101
adder cells (fa/ha/maj)                 35                     0.0441
buffers and inverters                   62                     0.0235
flip-flops                             187                      0.532
multiplexers                             7                    0.00682
other                                    1                   0.000365
AND/OR/NAND/NOR                        349                      0.170
[cell type report]
cell class / count / share of cell area
Clock buffer: 21 / 0.0388
Timing Repair Buffer: 176 / 0.131
Tap cell: 448 / 0.0426
Sequential cell: 187 / 0.415
Inverter: 33 / 0.00941
Clock inverter: 15 / 0.0151
Multi-Input combinational cell: 698 / 0.348
[metal layers]
layer  GRT usage  up-vias  part of all wire
met3      0.0314       21             0.054
li1            -     3847                 -
met4      0.0249        0             0.018
met1       0.229     3620              0.47
met5           0        -                 0
met2       0.222      200              0.46
Power figures rest on the tool's default switching activity, not on a simulated workload.
